===== ./config.mk =====
export PLATFORM = sky130hd
export DESIGN_NAME = alu
export DESIGN_NICKNAME = alu
export VERILOG_FILES = /design/flow/design.v
export SDC_FILE = /design/flow/constraint.sdc
export NUM_CORES = 4
export LEC_CHECK = 1
export CORE_UTILIZATION = 40

===== ./constraint.sdc =====
current_design alu

set clk_period 19.1
set clk_io_pct 0.2

create_clock -name clk0 -period $clk_period

set non_clock_inputs [all_inputs -no_clocks]
set_input_delay [expr $clk_period * $clk_io_pct] -clock clk0 $non_clock_inputs
set_output_delay [expr $clk_period * $clk_io_pct] -clock clk0 [all_outputs]

===== ./design.v =====
    module fulladder_32bit( output[31:0] sum, output cout, input [31:0] num1, input [31:0] num2, input cin );
    assign {cout,sum} = num1+num2+cin;
endmodule
    module module_32bitAND( outp, in1, in2 );
    input [31:0] in1, in2;
    output [31:0] outp;
    assign outp = in1 & in2;
endmodule
    module module_32bitOR( outp, in1, in2 );
    input [31:0] in1, in2;
    output [31:0] outp;
    assign outp = in1 | in2;
endmodule
module mux_2to1( out, sel, in1, in2 );
    output out;
    input in1, in2;
    input sel;
    wire not_sel, and1, and2;
    not( not_sel, sel);
    and( and1, not_sel, in1);
    and( and2, sel, in2);
    or( out, and1, and2);
endmodule
    module mux_2to1_8bit( outp, inp1, inp2, sel );
        input [7:0] inp1, inp2;
        input sel;
        output [7:0] outp;
        genvar j;
        generate for (j = 0; j<=7; j = j+1) begin: mux_loop
            mux_2to1 m1(outp[j], sel, inp1[j], inp2[j]);
        end
        endgenerate
    endmodule
    module mux_2to1_32bit( outp, inp1, inp2, sel );
        input [31:0] inp1, inp2;
        output [31:0] outp;
        input sel;
        genvar j;
        generate for(j = 0; j < 4; j = j+1) begin: mux_loop
                mux_2to1_8bit mx ( outp[ 8*j+7 : 8*j] , inp1[ 8*j+7 : 8*j], inp2[ 8*j+7 : 8*j], sel);
            end
        endgenerate
    endmodule
module mux_3to1_32bit( outp, inp1, inp2, inp3, sel );
    input [31:0] inp1,inp2,inp3;
    output [31:0] outp;
    wire [31:0] temp1, temp2;
    input [1:0] sel;
    mux_2to1_32bit m1( temp1, inp1, inp2, sel[0] );
    mux_2to1_32bit m2( temp2, inp3, 32'b0, sel[0] );
    mux_2to1_32bit m3( outp, temp1, temp2, sel[1] );
endmodule
    module alu( input [31:0] a, input [31:0] b, input cin, input binv, input [1:0] oper, output [31:0] result, output cout );
        wire [31:0] bbar, b_sel_bbar, a_and_b, a_or_b, a_addsub_b;
        assign bbar = ~b;
        mux_2to1_32bit mux2to1_op(b_sel_bbar, b, bbar, binv );
        module_32bitAND and_op( a_and_b, a, b_sel_bbar );
        module_32bitOR or_op( a_or_b, a, b_sel_bbar );
        fulladder_32bit fa_outp( a_addsub_b, cout, a, b_sel_bbar, cin );
        mux_3to1_32bit mux3to1_op( result, a_and_b, a_or_b, a_addsub_b, oper );
    endmodule

===== ./run.sh =====
#!/bin/bash
# OpenROAD 26Q1-2900-gdf79404cd8, Yosys 0.63+post, stock flow scripts
make -C /OpenROAD-flow-scripts/flow DESIGN_CONFIG=/design/flow/config.mk WORK_HOME=/design/flow/orfs finish

==> impl_metrics.toml <==
# flow metrics
[power_and_ir_drop]
vdd_drop_max_mv = 0.02047
power_density_nw_per_um2 = 38.49
leakagePower_nw = 2.143

[setup_path]
crit_end = "result[28]"
path_max_fanout = 32
cp.arrival_ns = 7.75
cp-startpoint = "binv"
worstSetupStartpointType = "input pin"
endpoint_kind = "output port"
timing_worst_setup_path_type = "in2out"
cp.required_ns = 15.28

[synth]
synth_cells = 521
syn_avg_cell_area_um2 = 6.861
ys_seq_share_pct = 0
ys_types = 47
ys_cells = 521
ys_area_um2 = 3575
syn-cell-area_um2 = 3575
ys_warn_count = 0

[floorplan]
fp_util_pct = 41.19
core_um2 = 8678
ios = 101
fp.dieW_um = 96.54
fp.dieH_um = 96.54
rows = 34
die_area_um2 = 9319

[cells_and_area]
flops = 0
drive_gt1_share_pct = 2.456
regArea_um2 = 0
clkbuf_count = 0
area_delta_synth_final_pct = 23.07

[clock_network]
post_cts_resized = 0
postCtsHoldBufs = 0
postCtsSetupRepairBufs = 0

[final_timing]
slew_viol_final = 0
worst_pin_slew_ns = 0.8588
post-route-period-util_pct = 60.60
fmax_mhz = 86.40
setup_tns_ns = 0
max-slew-margin-rel_pct = 42.74
whs_ns = 8.729
finalHoldViolCount = 0
min_period_ns = 11.57
setup_viol = 0
rsz0062_at_grt = "no"

[global_route]
grt_pass1_wl_mm = 14.68
grt_start_max_net_pins = 44
overflow = 0
track_usage_pct = 19.50
grt_pass1_vias = 3194
antenna_found_initial = 0

[job]
tool_warnings = 65
cap_viol_max_count = 0

[outcome]
status = "finished, final reports clean"

[drt]
dr.first_iter.drc_count = 149
detail-route-antenna-nets = 0
drt-pass1-iter-count = 5
routed_via_density = 5.159
n_antenna_cell = 0
drc_errors = 0
wire_per_inst_um = 13.30
vias = 3498
drt_wl_total_mm = 9.017

[placed_design]
io_buffers = 101
gp_routability_congestion = 0.8793
post-dp-hpwl_mm = 7.031

[hold_path]
hold_path.class = "in2out"
-- Yosys cell counts, types with 4 or more instances --
cell type	instances	area, um^2
a21oi_1	30	150.1
nor3_1	5	25.02
buf_4	33	247.7
nand2b_1	4	25.02
a31oi_1	11	68.82
mux2i_1	16	160.2
o221ai_1	5	43.79
o21ai_0	28	140.1
nand2_1	38	142.6
xor2_1	45	394.1
nand4_1	7	43.79
a211oi_1	4	30.03
buf_1	4	15.01
xnor2_1	15	131.4
nand3_1	4	20.02
o22ai_1	26	162.7
nor2_1	27	101.4
a21o_1	15	112.6
o21a_1	4	30.03
inv_1	75	281.5
nor2b_1	4	25.02
o21bai_1	4	30.03
clkbuf_1	16	60.06
ha_1	64	800.8
-- layout make-up --
class / count / area, um^2
well taps: 108 / 135.1
fillers: 876 / 4279
repair buffers: 104 / 1028
inverters: 75 / 281.5
multi-input cells: 391 / 2954
-- metal layers --
layer	vias to the layer above	routed length [um]	track usage, %
met4	0	43	1.225
met5	-	0	0
met3	4	450	0.3182
li1	1854	-	-
met1	1537	4846	30.94
met2	103	3676	30.69
-- kinds of logic after synthesis --
logic type	Yosys count	share of synthesized area, %
fa+ha+maj	66	23.52
simple gates	102	13.30
buf+inv	130	17.36
xor+xnor	60	14.70
compound gates	147	26.64
mux	16	4.480
-- report_power, final --
group	internal [mW]	switching [mW]	total, mW	leakage [nW]
registers	0	0	0	0
logic	0.0843	0.0850	0.169	2.14
clock network	0	0	0	0
total	0.0843	0.0850	0.169	2.14
-- worst min-delay path by stage --
stage,to,startpoint,cells past startpoint
CTS,result[12],a[12],5
global route,result[6],a[6],5
finish,result[12],a[12],5
-- critical path, stage by stage --
cell	delay (ns)
buf_2	0.08
buf_4	0.45
xor2_1	0.24
inv_1	0.09
fa_1	0.41
fa_1	0.42
nor2b_1	0.18
o2111ai_1	0.14
nand2_1	0.13
a31oi_1	0.16
o21ai_1	0.41
a41oi_1	0.28
xor2_1	0.20
o221ai_1	0.19
clkdlybuf4s50_1	0.53
-- stage by stage --
| step | setup slack, ns | instance area [um^2] | cells | util [%] | total power [mW] |
|---|---|---|---|---|---|
| after CTS | 7.500 | 4399 | 678 | 50.69 | 0.1695 |
| after floorplan | 8.385 | 3575 | 521 | - | 0.1231 |
| final | 7.526 | 4399 | 678 | 50.69 | 0.1693 |
| after detailed placement | 7.521 | 4399 | 678 | 50.69 | 0.1680 |
| after global routing | 7.216 | 4399 | 678 | 50.69 | 0.1897 |
| after global placement | 7.609 | 4399 | 678 | 50.69 | 0.1680 |
-- cell usage in the layout, fill, tap and decap left out, types with 2 or more instances in the layout --
cell | Yosys | layout
a211o_1 | 3 | 3
a211oi_1 | 4 | 4
a21o_1 | 15 | 15
a21oi_1 | 30 | 30
a31oi_1 | 11 | 11
a41oi_1 | 3 | 3
and2_1 | 2 | 2
buf_4 | 33 | 3
clkdlybuf4s50_1 | 0 | 100
fa_1 | 2 | 2
ha_1 | 64 | 64
inv_1 | 75 | 75
mux2i_1 | 16 | 16
nand2_1 | 38 | 38
nand2b_1 | 4 | 4
nand3_1 | 4 | 4
nand4_1 | 7 | 7
nor2_1 | 27 | 27
nor2b_1 | 4 | 4
nor3_1 | 5 | 5
o2111ai_1 | 2 | 2
o21a_1 | 4 | 4
o21ai_0 | 28 | 28
o21ai_1 | 2 | 2
o21ai_2 | 2 | 2
o21bai_1 | 4 | 4
o221ai_1 | 5 | 5
o22ai_1 | 26 | 26
o31ai_1 | 3 | 3
or2_2 | 2 | 2
or3_1 | 3 | 3
xnor2_1 | 15 | 15
xor2_1 | 45 | 45
No activity file was given, so power comes from the tool's default toggle rates.
